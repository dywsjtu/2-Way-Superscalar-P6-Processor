===== flow/design.v =====
`timescale 1ns/100ps
module ps2 (
    input        [1:0] req,
    input              en,
    input              cnt,
    output logic [1:0] gnt
);
    assign gnt[1] =  req[1];
    assign gnt[0] = ~req[1] && req[0];
endmodule
module ps4(
    input        [3:0] req,
    output logic [3:0] gnt
);
    assign gnt[3] =  req[3];
    assign gnt[2] = ~req[3] &&  req[2];
    assign gnt[1] = ~req[3] && ~req[2] &&  req[1];
    assign gnt[0] = ~req[3] && ~req[2] && ~req[1] &&  req[0];
endmodule
module inv_ps4_num (
    input        [3:0] req,
    output logic [1:0] num
);
    logic [3:0] gnt;
    assign gnt[0] =  req[0];
    assign gnt[1] = ~req[0] &&  req[1];
    assign gnt[2] = ~req[0] && ~req[1] &&  req[2];
    assign gnt[3] = ~req[0] && ~req[1] && ~req[2] &&  req[3];
    assign num[1] = ~req[0] && ~req[1];
    assign num[0] = ~req[0] && ((~req[2] && req[3]) || req[1]);
endmodule
module inv_ps6_num (
    input        [5:0] req,
    output logic [2:0] num
);
    logic [5:0] gnt;
    assign gnt[0] =  req[0];
    assign gnt[1] = ~req[0] &&  req[1];
    assign gnt[2] = ~req[0] && ~req[1] &&  req[2];
    assign gnt[3] = ~req[0] && ~req[1] && ~req[2] &&  req[3];
    assign gnt[4] = ~req[0] && ~req[1] && ~req[2] && ~req[3] &&  req[4];
    assign gnt[5] = ~req[0] && ~req[1] && ~req[2] && ~req[3] && ~req[4] &&  req[5];
    assign num[2] = gnt[5] || gnt[4];
    assign num[1] = gnt[3] || gnt[2];
    assign num[0] = gnt[5] || gnt[3] || gnt[1];
endmodule
module inv_ps7_num (
    input        [6:0] req,
    output logic [2:0] num
);
    logic [6:0] gnt;
    assign gnt[0] =  req[0];
    assign gnt[1] = ~req[0] &&  req[1];
    assign gnt[2] = ~req[0] && ~req[1] &&  req[2];
    assign gnt[3] = ~req[0] && ~req[1] && ~req[2] &&  req[3];
    assign gnt[4] = ~req[0] && ~req[1] && ~req[2] && ~req[3] &&  req[4];
    assign gnt[5] = ~req[0] && ~req[1] && ~req[2] && ~req[3] && ~req[4] &&  req[5];
    assign gnt[6] = ~req[0] && ~req[1] && ~req[2] && ~req[3] && ~req[4] && ~req[5] &&  req[6];
    assign num[2] = gnt[6] || gnt[5] || gnt[4];
    assign num[1] = gnt[6] || gnt[3] || gnt[2];
    assign num[0] = gnt[5] || gnt[3] || gnt[1];
endmodule
module counter2(
    input              clock,
    input              reset,
    output logic [1:0] count
);
    logic [1:0] next_count;
	always_comb begin
		next_count = count + 3'b01;
	end
	always_ff @(posedge clock) begin
		if(reset)
			count <= #1 2'b00;
		else
			count <= #1 next_count;
	end
endmodule
module counter3(
    input              clock,
    input              reset,
    output logic [2:0] count
);
    logic [2:0] next_count;
	always_comb begin
		next_count = count + 3'b01;
	end
	always_ff @(posedge clock) begin
		if(reset)
			count <= #1 3'b00;
		else
			count <= #1 next_count;
	end
endmodule
module in_rps2 (
    input        [1:0] req,
    input              en,
    input              cnt,
    output logic [1:0] gnt,
    output logic       req_up
);
    assign gnt[1] = en && (( cnt && req[1]) || (~cnt && ~req[0] &&  req[1]));
    assign gnt[0] = en && ((~cnt && req[0]) || ( cnt && ~req[1] &&  req[0]));
    assign req_up = req[1] || req[0];
endmodule
module rps2 (
    input        [1:0] req,
    input              en,
    input              cnt,
    output logic [1:0] gnt
);
    assign gnt[1] = en && (( cnt && req[1]) || (~cnt && ~req[0] &&  req[1]));
    assign gnt[0] = en && ((~cnt && req[0]) || ( cnt && ~req[1] &&  req[0]));
endmodule
module in_rps4 (
    input        [3:0] req,
    input              en,
    input        [1:0] cnt,
    output logic [3:0] gnt,
    output logic       req_up
);
    logic [1:0] req_up_t;
    logic [1:0] en_t;
    in_rps2 left (req[3:2], en_t[1], cnt[0], gnt[3:2], req_up_t[1]);
    in_rps2 right(req[1:0], en_t[0], cnt[0], gnt[1:0], req_up_t[0]);
    in_rps2 top  (req_up_t, en,      cnt[1], en_t,     req_up);
endmodule
module rps4 (
    input        [3:0] req,
    input              en,
    input        [1:0] cnt,
    output logic [3:0] gnt
);
    logic [1:0] req_up_t;
    logic [1:0] en_t;
    in_rps2 left (req[3:2], en_t[1], cnt[0], gnt[3:2], req_up_t[1]);
    in_rps2 right(req[1:0], en_t[0], cnt[0], gnt[1:0], req_up_t[0]);
    in_rps2 top  (req_up_t, en,      cnt[1], en_t,     req_up);
endmodule
module rps4_num (
    input        [3:0] req,
    input              en,
    input        [1:0] cnt,
    output logic [1:0] num
);
    logic [1:0] req_up_t;
    logic [1:0] en_t;
    logic [3:0] gnt;
    in_rps2 left (req[3:2], en_t[1], cnt[0], gnt[3:2], req_up_t[1]);
    in_rps2 right(req[1:0], en_t[0], cnt[0], gnt[1:0], req_up_t[0]);
    in_rps2 top  (req_up_t, en,      cnt[1], en_t,     req_up);
    assign num[1] = gnt[3] || gnt[2];
    assign num[0] = gnt[3] || gnt[1];
endmodule
module rps8 (
    input        [7:0] req,
    input              en,
    input        [2:0] cnt,
    output logic [7:0] gnt
);
    logic [1:0] req_up_t;
    logic [1:0] en_t;
    in_rps4 left (req[7:4], en_t[1], cnt[1:0], gnt[7:4], req_up_t[1]);
    in_rps4 right(req[3:0], en_t[0], cnt[1:0], gnt[3:0], req_up_t[0]);
    in_rps2 top  (req_up_t, en,      cnt[2],   en_t,     req_up);
endmodule

===== flow/run.sh =====
#!/bin/bash
# OpenROAD 26Q1-2900-gdf79404cd8, Yosys 0.63+post, stock flow scripts
make -C /OpenROAD-flow-scripts/flow DESIGN_CONFIG=/design/flow/config.mk WORK_HOME=/design/flow/orfs finish

===== flow/config.mk =====
export PLATFORM = sky130hd
export DESIGN_NAME = rps8
export DESIGN_NICKNAME = rps8
export VERILOG_FILES = /design/flow/design.v
export SDC_FILE = /design/flow/constraint.sdc
export NUM_CORES = 4
export LEC_CHECK = 1
export CORE_AREA = 10 10 70 70
export DIE_AREA = 0 0 80 80

===== flow/constraint.sdc =====
current_design rps8

set clk_period 1.8
set clk_io_pct 0.2

create_clock -name clk0 -period $clk_period

set non_clock_inputs [all_inputs -no_clocks]
set_input_delay [expr $clk_period * $clk_io_pct] -clock clk0 $non_clock_inputs
set_output_delay [expr $clk_period * $clk_io_pct] -clock clk0 [all_outputs]

==> results.json <==
{
  "critical_setup_path_class": "in -> out",
  "global_route.overflow_total": 0,
  "cap_viol_max_count": 0,
  "antenna-diode-count": 0,
  "final_max_slew_viol_count": 0,
  "dr.pass1.iters": 2,
  "pwr_density_cell_mw_per_mm2": 178,
  "pwr-share-comb": 1.000,
  "min_path_type": "in -> out",
  "n_sequential_cell": 0,
  "die_area_sq_mm": 0.00640,
  "final_antenna_net_count": 0,
  "floorplan.initialDensity": 0.0495,
  "first_pass_grt_wire_length_um": 1620,
  "share_seq_of_total_power": 0,
  "synth_sequential_area_ratio": 0,
  "timing.final.crit_period_ps": 1760,
  "dpl_wire_length_um": 843,
  "via_per_inst": 3.38,
  "final_cell_mix": "buf_4 (10), dlygate4sd2_1 (7), buf_2 (4), clkbuf_2 (4)",
  "stdcell_count": 104,
  "largest_net_degree_at_the_start_of_global_routing": 7,
  "ff_latch_area_sq_um": 0,
  "hold_violations": 0,
  "crit_path_top_delay_cell": "o41ai_4",
  "core.rowCount": 21,
  "final_core_utilization": 0.148,
  "synthesis.instances": 29,
  "dp_cells": 101,
  "rsz0062_at_grt": "true",
  "core-area_sq_mm": 0.00342,
  "warning_count": 34,
  "post_synth_instance_area_sq_um": 169,
  "drc_errors": 0,
  "wl_per_cell_um": 10.1,
  "crit_top_cell": "buf_4",
  "cellInternalPower_w": 0.0000455,
  "floorplan.die.height_um": 80,
  "first_global_vias": 348,
  "yosysUniqueCellTypes": 14,
  "drive_above_1_share": 0.586,
  "worst_path_arrival_ps": 1400,
  "setup_slack_ps": 43.5,
  "first_iter_violations": 8,
  "preCtsSetupSlack_ps": -644,
  "cellLeakagePower_nw": 0.213,
  "run_status": "finished clean",
  "antenna_found_initial": 0,
  "required_ps": 1440,
  "gp_congestion": 0.765,
  "p_clk_frac": 0,
  "worst_pin_slew_ps": 274,
  "p_total_w": 0.0000896,
  "start_kind": "input port",
  "p_sw_w": 0.0000441,
  "synth_to_final_area_change_pct": 199,
  "switching_share": 0.492,
  "final.hold.worst_slack_ps": 1010,
  "max_clock_freq_mhz": 569,
  "number_of_buffers_inserted_by_port_buffering": 20,
  "grt.total_usage": 0.0298,
  "timing.critical_path.cells": "buf_4 > o41ai_4 > nand3_1 > buf_4 > nor2_2 > clkdlybuf4s15_1",
  "chip_area_line_of_the_yosys_report_sq_um": 169,
  "ir_worst_vdd_v": 0.0000243,
  "post_synth.cell_area_avg_sq_um": 5.82,
  "floorplan.io_pins": 20,
  "ys_cells": 29,
  "final-setup-viol-count": 0,
  "setup.worst_path.end_class": "output port",
  "cp_max_fo": 3,
  "cpPeakStageDelay_ps": 350,
  "clock_buffers": 0,
  "detailroute.via_count": 351,
  "most_frequent_logic_cell_in_the_layout": "buf_4",
  "timing.final.crit_share": 0.976,
  "routed_wirelength_um": 1050,
  "die_w_um": 80,
  "max_slew_margin": 0.817,
  "yosys_warnings": 1
}
==> routing by layer <==
metal  up-vias  track usage  wire [um]
li1        168            -          -
met1       171       0.0369        475
met2        12       0.0546        497
met3         0      0.00568         77
met4         0            0          0
met5         -            0          0
==> synth_stat cells <==
cell type	instances	area [sq um]
o2111ai_1	1	8.76
a211oi_2	2	25.0
a21oi_1	1	5.00
o41ai_2	1	16.3
inv_1	3	11.3
o211ai_1	1	7.51
nor3_1	1	5.00
nand2b_1	1	6.26
nand2_1	2	7.51
nand3_1	2	10.0
a2111oi_1	1	10.0
nor2_1	8	30.0
nand4_1	1	6.26
o21ai_0	4	20.0
==> critical path: cells and delay by family <==
family	cells	cell delay, ps
AND-OR/OR-AND	1	350
buffers and inverters	3	460
AND/OR/NAND/NOR	2	220
==> path summary, 6_finish.rpt <==
kind | start | end | depth (start not counted)
worst max-delay path | req[4] | gnt[1] | 6
worst min-delay path | req[1] | gnt[0] | 3
==> area by class of cell <==
type | instances | area, sq um
Inverter | 3 | 11.3
Multi-Input combinational cell | 26 | 215
Tap cell | 46 | 57.6
Fill cell | 387 | 2910
Timing Repair Buffer | 29 | 220
==> cells by family after synthesis <==
family                 count (synthesis)  share of synthesized area
AND-OR/OR-AND                         11                      0.548
buffers and inverters                  3                     0.0667
AND/OR/NAND/NOR                       15                      0.385
==> through the flow <==
step           area, sq um  setup TNS, ps
3_5_place_dp           472          -4310
4_1_cts                497          -82.6
6_report               504              0
5_1_grt                504          -20.3
2_1_floorplan          169              0
3_3_place_gp           472          -4300
==> what timing repair did <==
item | CTS | global route
pin swaps | 12 | 6
hold buffers | 0 | 0
resized | 52 | 13
setup endpoints to repair | 8 | 5
buffers inserted | 2 | 1
==> power groups by stage <==
stage	logic, W	registers, W	clock network (W)
after CTS	0.0000829	0	0
after global routing	0.0000982	0	0
final	0.0000896	0	0
Power is estimated from default activity; no workload was simulated.
